`/design/flow/design.v`:
```
module Instruction_Fetcher #(
    parameter PROGRAM_LENGTH = 3,
    parameter INSTR_WIDTH    = 24,
    parameter ADDR_WIDTH     = 3
)
(
    input clk,
    input reset_n,      
    input [INSTR_WIDTH-1:0] instruction_from_bram,
    output reg [ADDR_WIDTH-1:0] bram_address,
    output reg bram_enable,
    input core_done,
    output reg [INSTR_WIDTH-1:0] instruction_to_core,
    output reg core_reset_n,
    output reg program_done,
    output reg new_fetch_pulse
);
    localparam S_IDLE        = 4'd0;
    localparam S_FETCH       = 4'd1;
    localparam S_WAIT_BRAM1  = 4'd2;
    localparam S_WAIT_BRAM2   = 4'd3;
    localparam S_RESET_CORE  = 4'd4;  
    localparam instr_pulse   = 4'd5;
    localparam S_EXECUTE     = 4'd6;
    localparam S_FINISH      = 4'd7;
    reg [3:0] state, next_state;
    reg [ADDR_WIDTH-1:0] pc;  
    always @(posedge clk or negedge reset_n) begin
        if (!reset_n) begin
            state <= S_IDLE;
            pc    <= 0;
        end else begin
            state <= next_state;
            if (state == S_EXECUTE && core_done && pc < PROGRAM_LENGTH) begin
                pc <= pc + 1;
            end
        end
    end
    always @(*) begin
        next_state          = state;
        program_done        = 1'b0;
        core_reset_n        = 1'b1;  
        bram_address        = pc;
        bram_enable         = (state == S_IDLE) ? 1'b0 : 1'b1;
        instruction_to_core = 0;
        new_fetch_pulse     = 1'b0;
        case(state)
            S_IDLE: begin
                 if(reset_n) next_state = S_FETCH;  
            end
            S_FETCH: begin
                next_state = S_WAIT_BRAM1;
            end
            S_WAIT_BRAM1: begin
                next_state = S_WAIT_BRAM2;
            end
            S_WAIT_BRAM2: begin
                if (pc == 0) begin
                    next_state = S_RESET_CORE;  
                end else begin
                    next_state = instr_pulse;     
                end
            end
            S_RESET_CORE: begin
                core_reset_n        = 1'b0;
                instruction_to_core = instruction_from_bram;
                next_state          = instr_pulse;  
            end
            instr_pulse: begin
                instruction_to_core = instruction_from_bram;
                new_fetch_pulse     = 1'b1;
                next_state          = S_EXECUTE;  
            end
            S_EXECUTE: begin
                instruction_to_core = instruction_from_bram;                
                if (core_done) begin
                    if (pc == PROGRAM_LENGTH-1) next_state = S_FINISH;
                    else                          next_state = S_FETCH;
                end
            end
            S_FINISH: begin
                program_done = 1'b1;
            end
            default: begin
                next_state = S_IDLE;
            end
        endcase
    end
endmodule
```
`/design/flow/run.sh`:
```
#!/bin/bash
# OpenROAD 26Q1-2900-gdf79404cd8, Yosys 0.63+post, stock flow scripts
make -C /OpenROAD-flow-scripts/flow DESIGN_CONFIG=/design/flow/config.mk WORK_HOME=/design/flow/orfs finish
```
`/design/flow/config.mk`:
```
export PLATFORM = sky130hd
export DESIGN_NAME = Instruction_Fetcher
export DESIGN_NICKNAME = Instruction_Fetcher
export VERILOG_FILES = /design/flow/design.v
export SDC_FILE = /design/flow/constraint.sdc
export NUM_CORES = 4
export LEC_CHECK = 1
export CORE_AREA = 10 10 84 84
export DIE_AREA = 0 0 94 94
```
`/design/flow/constraint.sdc`:
```
current_design Instruction_Fetcher

set clk_period 4.3
set clk_io_pct 0.2

create_clock -name clk0 -period $clk_period [get_ports {clk}]

set non_clock_inputs [all_inputs -no_clocks]
set_input_delay [expr $clk_period * $clk_io_pct] -clock clk0 $non_clock_inputs
set_output_delay [expr $clk_period * $clk_io_pct] -clock clk0 [all_outputs]
```
==> results.ini <==
[final_timing]
worst_pin_slew_ns=0.787
hold_viol=0
setup_tns_ns=0
fin_crit_sh=0.679
rsz0062_at_grt=no
slew_headroom=0.474
fmax_mhz=342
skew_ns=0.00193
finalWorstSetupSlack_ns=1.38
hold_ws_ns=0.348
fin_crit_ns=2.92
slew_viol_final=0
finalSetupViolations=0

[job]
warnings=27
maxCapViolCount=0

[global_route]
grt_pass1_wl_mm=3.19
first_global_vias=622
grt_max_degree=25
grtUsageTotal=0.0448
antenna_found_initial=0
grt_overflow=0

[yosys]
synthCells=64
ys_sh_mux=0.0156
syn_avg_cell_area_um2=10.0
top_area_frac=0.391
netlist.top_cell.by_area=dfrtp_1
edf_count=0
topCombFamilyByArea=simple AND/OR/NAND/NOR gates
yosys_area_um2=641
ys.flop_type=dfrtp_1
ys_async_sr_fraction=1.00
ys.flops=11
yosys_cells=64
ys_types=19
ys_top_cells_by_area=dfrtp_1 39%, nor2b_1 23%, ha_1 5.9%
synthesis.area_um2=641
fa_ha_area_frac=0.0586
ys_sh_aoi=0.0762
synthSimpleGateAreaFrac=0.342
ys_sh_xor=0
ys.warnings.count=1
ys_seq_frac=0.432

[critical_path]
r2r-start=pc[0]$_DFFE_PN0P_
path_depth=3
critical_path.slowest_cell=nor3_4
cp-end-kind=output port
worstPathRequired_ns=3.44
crit_path_end=instruction_to_core[23]
r2r_slack_ns=3.14
start_kind=flip-flop
crit_start=state[3]$_DFF_PN0_
path_class=reg -> out
critPathBufInv=1
arrival_ns=2.06
r2r_cells=4
r2r_end=state[4]$_DFF_PN0_
cp_top_family=simple AND/OR/NAND/NOR gates
max_stage_delay_ns=0.71
cp_max_fo=24
crit_path_cell_trace=nor3_4 -> and2b_1 -> clkdlybuf4s50_1

[routing]
antenna_cells=0
routed_wl_mm=2.17
ant_nets=0
drc=0
vias=665
wl_per_cell_um=11.3
drt_iter0_drc=6
first_pass_iters=3
via_per_inst=3.45

[placement]
pre_cts_ws_ns=1.50
placed_cells=189
place_area_um2=1280
place.gp.congestion=0.830
numPortBuffers=57
dp_hpwl_mm=1.83

[floorplan]
fp_util=0.123
die_area_um2=8840
die_y_um=94
row_count=26
design.core.area_um2=5200
dieWidth_um=94
ios=58

[cells_and_area]
final_cell_mix=57 x clkdlybuf4s50_1, 24 x nor2b_1, 10 x dfrtp_1, 7 x inv_1
layout_top_cell=clkdlybuf4s50_1
area_growth_pct=106
final_area_um2=1320
final_core_util=0.254
drive_gt1_frac=0.0407
fin_cells=193

[outcome]
status=finished clean

[power]
combPwrFrac=0.311
power.share.switching=0.215
power_density_nw_per_um2=234
p_switching_mw=0.0664
irDropWorstVdd_mv=0.205
clkPwrFrac=0.326
pwr-share-seq=0.363
total_power_mw=0.309
leakage_nw=0.543
p_int_mw=0.242

[clock_network]
cts_buffers=3
hold_buffers=0
cts_root_buffer=clkbuf_8
cts_tree=built
clock_latency_ns=0.23
clkTransAtPathRegs_ns=0.05
clockBufferDepth=2
cts_setup_buffers=0
clock_sinks=11
htreeDepth=1
postCtsResizedCells=0

[min_path]
min_path_type=reg -> reg

## per-layer routing
metal / routed length (µm) / global-route usage / part of all wire / vias to the layer above
met3: 392 / 0.0307 / 0.18 / 2
met5: 0 / 0 / 0 / -
met1: 1200 / 0.0676 / 0.55 / 282
met2: 575 / 0.0518 / 0.26 / 62
met4: 4 / 0.00127 / 0.0018 / 0
li1: - / - / - / 319
## power groups by stage
stage	sequential, mW	combinational (mW)	clock, mW
after CTS	0.112	0.0982	0.103
after global routing	0.112	0.106	0.112
final	0.112	0.0961	0.101
## cell type report
| cell class | count | area (µm²) |
|---|---|---|
| fill | 559 | 3880 |
| timing repair buffer | 57 | 571 |
| multi-input combinational | 44 | 315 |
| sequential | 11 | 277 |
| tap | 70 | 87.6 |
| clock buffer | 4 | 45.0 |
| inverter | 7 | 26.3 |
## logic make-up (layout without fill, tap and decap cells)
group / after synthesis / count (layout)
simple gates: 34 / 34
flops: 11 / 11
buf+inv: 9 / 68
compound gates: 6 / 6
fa+ha+maj: 3 / 3
mux: 1 / 1
## Yosys cell counts, types with 2 or more instances
| library cell | number |
|---|---|
| a21o_1 | 2 |
| buf_6 | 2 |
| dfrtp_1 | 10 |
| ha_1 | 3 |
| inv_1 | 7 |
| nand2_1 | 2 |
| nand2b_1 | 2 |
| nor2_1 | 2 |
| nor2b_1 | 24 |
## worst min-delay path by stage
stage,startpoint,end,cells past startpoint
global route,state[4]$_DFF_PN0_,state[2]$_DFF_PN0_,0
finish,state[4]$_DFF_PN0_,state[2]$_DFF_PN0_,0
CTS,state[2]$_DFF_PN0_,state[6]$_DFF_PN0_,0
## state kept, by name, indices dropped and copies added (netlist names)
signal / cells
pc: 3
state: 8
Power figures rest on the tool's default switching activity, not on a simulated workload.
